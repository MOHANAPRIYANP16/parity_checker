$ cat design/flow/config.mk
export PLATFORM = sky130hd
export DESIGN_NAME = parity
export DESIGN_NICKNAME = parity
export VERILOG_FILES = /design/flow/design.v
export SDC_FILE = /design/flow/constraint.sdc
export NUM_CORES = 4
export LEC_CHECK = 1
export CORE_AREA = 10 10 70 70
export DIE_AREA = 0 0 80 80
$ cat design/flow/constraint.sdc
current_design parity

set clk_period 2.2
set clk_io_pct 0.2

create_clock -name clk0 -period $clk_period [get_ports {clk}]

set non_clock_inputs [all_inputs -no_clocks]
set_input_delay [expr $clk_period * $clk_io_pct] -clock clk0 $non_clock_inputs
set_output_delay [expr $clk_period * $clk_io_pct] -clock clk0 [all_outputs]
$ cat design/flow/design.v
module parity (
    input clk,
    input reset,
    input data_in,     
    input valid,       
    input mode,        
    output reg parity_ok,
    output reg [3:0] counter
);
     reg curr_state;
     reg next_state;
parameter EVEN_STATE = 1'b0;
parameter ODD_STATE  = 1'b1;
always @(*)
 begin
  next_state = curr_state;
    if (valid)
     begin
      if(data_in)
         begin 
         case (curr_state)
             EVEN_STATE : begin
                 next_state = ODD_STATE;
             end
             ODD_STATE : begin
                 next_state = EVEN_STATE;
             end
         endcase
         end
         else 
         begin
          next_state =curr_state;
         end
     end
 end
always @(posedge clk or posedge reset) 
begin
    if (reset) begin
        curr_state <= EVEN_STATE;
          counter <= 4'd0;
             parity_ok <= 1'b0;
    end else 
       begin
        if (valid) begin
            curr_state <= next_state;
          if (counter < 4'd8)
                counter <=counter + 1;
          if (counter == 4'd8)
             begin 
             counter <= 4'd0;
               case(curr_state)
                 EVEN_STATE: 
                  begin
                     parity_ok <= (mode == 1'b0) ? 1'b1 : 1'b0; 
                  end
                 ODD_STATE: 
                   begin
                     parity_ok <= (mode == 1'b1) ? 1'b1 : 1'b0; 
                   end
               endcase
             end
        end
        else
             begin
                parity_ok <= 1'b0;
                counter <= 4'd0;
             end
       end
end
endmodule
$ cat design/flow/run.sh
#!/bin/bash
# OpenROAD 26Q1-2900-gdf79404cd8, Yosys 0.63+post, stock flow scripts
make -C /OpenROAD-flow-scripts/flow DESIGN_CONFIG=/design/flow/config.mk WORK_HOME=/design/flow/orfs finish
==> summary.txt <==
Final Cycle Share -> 0.742
CP cell instances -> clkdlybuf4s50_1
Switch Pwr -> 71.2 uW
Logic area -> 146 um2
Critical R2R Launch -> counter[0]
Max VDD drop -> 0.326 mV
Post-CTS Resized -> 0
Worst Skew -> 0.00168 ns
Design Area, Final -> 482 um2
Critical Path Fanout Max -> 5
Slew Viols, Final -> 0
Post-synth seq share -> 0.482
CP max-delay cell -> clkdlybuf4s50_1
Crit path buffers/inverters -> 1
Kind of critical path -> reg2out
# diodes -> 0
CP Data Required Time -> 1.76 ns
Run status -> completed
Final core occ -> 0.141
Routed vias/inst -> 2.66
Via Count -> 237
Post-CTS Setup Inserts -> 0
Largest net degree at the start of global routing -> 9
Max incr delay on CP -> 0.53 ns
DRC -> 0
TritonCTS clock tree -> built
Flops & latches, synth -> 6
Flop area -> 150 um2
Synth area leader -> dfrtp_1
Root Buffer -> clkbuf_4
Latency at later pin -> 0.24 ns
Yosys warning count -> 1
Maxcap violations -> 0
CTS Sinks -> 6
Cts bufs inserted -> 3
ANT nets after route -> 0
Tool warnings -> 26
Chip area -> 0.00640 mm2
Int Power -> 222 uW
Avg Synthesized Cell Area -> 10.0 um2
Placer Congestion -> 0.734
Worst Tran Pin Value -> 0.234 ns
Port bufs -> 9
Switching share of power -> 0.243
Yosys cell count -> 31
Final setup vio count -> 0
Share of post-route cells with drive strength above 1 -> 0.0930
Distinct lib cells used -> 15
Post-Route WL -> 688 um
Hold crit path type -> in2async
DIE WIDTH -> 80 um
Top cell excl fill/tap -> clkdlybuf4s50_1
Drt wl/cell -> 7.73 um
# hold bufs at CTS -> 0
CP top delay family -> buffers and inverters
H-tree levels -> 1
Comb pwr share -> 0.181
Rel. slew slack -> 0.844
First-pass GRT wire length -> 1.13 mm
FP Util -> 0.0912
# rows -> 21
Yosys stat area -> 312 um2
RR Endpoint -> counter[1]
GRT Resource Usage Total -> 0.0216
Lkg Pwr -> 0.206 nW
Pre-Repair DR Iteration Count -> 2
Antenna violations before repair -> 0
Drt first-iter violations -> 9
Top cells by area -> dfrtp_1, xnor2_1, ha_1
Clk slew on worst S/H paths -> 0.04 ns
Sequential power share -> 0.478
CP endpoint kind -> primary output
Total grt overflow -> 0
RSZ-0062 raised after global routing -> false
Most common logic cells in the final layout -> clkdlybuf4s50_1, dfrtp_1, nand2_1, inv_1
Vert. Die Dim -> 80 um
Ports -> 10
Mapped cell area -> 312 um2
Core area -> 0.00342 mm2
FMAX -> 613 MHz
Fin Hold WS -> 0.419 ns
Fill cells -> 401
Post-placement cell area -> 459 um2
Clock Path Buffers -> 2
Final Hold Violation Tally -> 0
Pwr Density -> 608 mW/mm2
Gate Count Post-Synth -> 31
Clk network pwr share -> 0.341
Worst R2R Setup Slack -> 1.02 ns
Vias in the first global route -> 281
Total power -> 293 uW
Final TNS setup -> 0 ns
Fin crit period -> 1.63 ns
CP Data Arrival Time -> 1.19 ns
Layout overhead on the synthesized area -> 54.6%
Reg2reg path depth -> 5
Crit start category -> flip-flop
Post-synth top area share -> 0.482
==> layer usage <==
metal | routed length, um | GRT usage | vias to the layer above
li1 | - | - | 125
met1 | 302 | 0.0241 | 106
met2 | 316 | 0.0345 | 6
met3 | 69 | 0.0125 | 0
met4 | 0 | 0.00528 | 0
met5 | 0 | 0 | -
==> area by class of cell <==
cell class,count,area share
inverter,4,0.0312
timing repair buffer,9,0.187
clock buffer,3,0.0468
multi-input combinational,21,0.304
tap,46,0.119
sequential,6,0.312
==> logic make-up after synthesis <==
| family | count (synthesis) | synth area share |
|---|---|---|
| compound gates | 3 | 0.0683 |
| xor+xnor | 3 | 0.0844 |
| fa+ha+maj | 2 | 0.0803 |
| buf+inv | 4 | 0.0482 |
| flops | 6 | 0.482 |
| mux | 2 | 0.0643 |
| simple gates | 11 | 0.173 |
==> registers in the layout, indices dropped and copies added (netlist names) <==
signal,count
counter,4
parity_ok,1
curr_state,1
==> power by group through the flow <==
stage	clock [mW]	combinational (mW)	sequential, mW
CTS	0.105	0.0539	0.140
global route	0.114	0.0603	0.141
finish	0.0999	0.0530	0.140
==> Yosys cell counts <==
cell	n
o21ai_2	1
a21boi_1	1
nand3b_1	1
nand2b_1	1
inv_1	4
and2_1	1
nand3_1	1
nor2_1	1
xnor2_1	3
ha_1	2
mux2i_1	2
dfrtp_1	6
nand2_1	5
nor2b_1	1
o21ai_1	1
==> stage by stage <==
stage	cells	setup slack, ns
after global placement	86	0.828
after global routing	89	0.504
after detailed placement	86	0.820
after floorplan	31	1.15
after CTS	89	0.551
final	89	0.568
==> worst max-delay path by stage <==
stage                 startpoint    endpoint  slack, ns  cells past startpoint
final                 counter[3]  counter[3]       0.57                      1
after global routing  counter[2]  counter[2]       0.50                      1
after CTS             counter[3]  counter[3]       0.55                      1
Power figures rest on the tool's default switching activity, not on a simulated workload.
